==> /design/flow/design.v <==
module ALU 
  #(parameter Data_Width = 32)
  (
    input   wire   [Data_Width - 1:0]    operand0, operand1,
    input   wire   [4:0]                 shamt,
    input   wire   [3:0]                 alu_control,
    output  reg    [Data_Width - 1:0]    result,
    output  reg                          overflow, 
    output  wire                         zero
  );
assign zero     = (result == 'b0);
always @(*)
  begin
    overflow = 1'b0;
    result   =  'b0;
    case (alu_control)
      4'b0000: result = operand0 & operand1;
      4'b0001: result = operand0 | operand1;
      4'b0010: result = operand0 ^ operand1;
      4'b0011: result = ~(operand0 | operand1);
      4'b0100: result = operand0 + operand1;
      4'b0101: {overflow,result} = $signed (operand0) + $signed (operand1); 
      4'b0110: result = operand0 - operand1;
      4'b0111: {overflow,result} = $signed (operand0) - $signed (operand1); 
      4'b1000: result = ($signed (operand0) < $signed (operand1));
      4'b1001: result = operand0 << shamt;
      4'b1010: result = operand0 >> shamt;
      4'b1011: result = operand0 >>> shamt;
      default: result = 'b0;   
    endcase
  end
endmodule
==> /design/flow/run.sh <==
#!/bin/bash
# OpenROAD 26Q1-2900-gdf79404cd8, Yosys 0.63+post, stock flow scripts
make -C /OpenROAD-flow-scripts/flow DESIGN_CONFIG=/design/flow/config.mk WORK_HOME=/design/flow/orfs finish
==> /design/flow/config.mk <==
export PLATFORM = sky130hd
export DESIGN_NAME = ALU
export DESIGN_NICKNAME = ALU
export VERILOG_FILES = /design/flow/design.v
export SDC_FILE = /design/flow/constraint.sdc
export NUM_CORES = 4
export LEC_CHECK = 1
export CORE_UTILIZATION = 50
==> /design/flow/constraint.sdc <==
current_design ALU

set clk_period 13.9
set clk_io_pct 0.2

create_clock -name clk0 -period $clk_period

set non_clock_inputs [all_inputs -no_clocks]
set_input_delay [expr $clk_period * $clk_io_pct] -clock clk0 $non_clock_inputs
set_output_delay [expr $clk_period * $clk_io_pct] -clock clk0 [all_outputs]
==> flow_summary.toml <==
# yosys + openroad results
[outcome]
status = "finished clean"

[die]
die_height_um = 163
core-area_mm2 = 0.0253
rows = 58
die_x_um = 163
dieArea_mm2 = 0.0264
pin_count = 107
fp_util = 0.511

[synthesis]
netlist_instances = 1872
synth_cell_types = 87
yosysWarnings = 1
ys_seq_share = 0
synth_area_per_cell_um2 = 6.89
synth-cells-yosys = 1872
synth.cell_area_mm2 = 0.0129
yosysChipArea_mm2 = 0.0129

[critical_path]
cp-start-kind = "input port"
cp_cell_sequence = "clkdlybuf4s50_1 -> or3b_2 -> nor2_1 -> buf_4 -> nor2_1 -> xnor2_1 -> ha_1 -> a21oi_1 -> o21ai_0 -> a22o_1 -> nor3_1 -> o21ai_1 -> o311a_1 -> a211oi_1 -> or4b_2 -> a2111oi_0 -> nand4_1 -> nor2_1 -> clkdlybuf4s50_1"
cp_slowest_cell = "or3b_2"
cp.arrival_ps = 9590
critical_path_class = "in2out"
critPathMaxStageDelay_ps = 790
cp_common_cell = "nor2_1"
endpoint_kind = "output pin"
required_ps = 11120
cp_max_fo = 25

[placed_design]
dpl_cell_area_mm2 = 0.0141
port_buffers = 107
dp_hpwl_um = 49600
place_congestion = 1.12
place_ws_ps = 1720
dp_cells = 2199

[final_layout]
stdcell_area_mm2 = 0.0141
drive_gt1_frac = 0.0915
fin_util = 0.558
seqCellArea_um2 = 0
design.seq.count = 0
layoutNonFillerInstCount = 2200
n_clock_buffer = 0
area_delta_synth_final_pct = 9.30

[routing]
dr.first_iter.drc_count = 2250
wl_per_cell_um = 28.7
vias_per_cell = 7.27
vias = 16000
drc_errors = 0
drt.antenna.violating_nets = 0
routed_wl_um = 63100
drt-pass1-iter-count = 9

[power_and_ir_drop]
peakVddDrop_mv = 0.0308
p_leak_nw = 5.78
switching_power_mw = 0.419
p_int_mw = 0.257
power.density_mw_per_mm2 = 48.0
total_power_mw = 0.676
p_sw_frac = 0.619

[hold_path]
hp-start = "shamt[2]"
worst_hold_path_type = "in2out"
hold_path_end = "result[2]"
whs_path_depth = 5

[global_routing]
grt_max_degree = 66
grt_pass1_wl_um = 92900
track_usage = 0.484
gr-total-overflow = 0
antenna_found_initial = 1
grt_pass1_vias = 14500

[sta]
finalHoldViolCount = 0
period_needed_ps = 12370
max_slew_margin = 0.367
fin_crit_sh = 0.890
setup_tns_ps = 0
tightestPinTransition_ps = 940
fmax_mhz = 80.8
setup_viol = 0
rsz0062_at_grt = "false"
slew_viol_final = 0
holdWs_ps = 6750
timing.final.ws_setup_ps = 1530

[clocking]
cts_setup_buffers = 0
cts_hold_buf = 0
cts_resized = 0

[job]
warnings = 98
cap_violations = 0
## cell usage after synthesis, drive strengths merged (11+ instances only)
cell type	number	area share
buf	49	0.018
nand3	34	0.013
o22ai	27	0.013
or2	15	0.0073
clkbuf	111	0.032
o211ai	32	0.019
nor2	167	0.049
a211o	15	0.010
ha	128	0.12
mux4	59	0.10
or3	14	0.0068
mux2i	78	0.061
o2111ai	11	0.0075
o21a	14	0.0082
a21o	35	0.020
a21oi	142	0.055
inv	111	0.032
xor2	17	0.012
o21ai	126	0.049
xnor2	60	0.041
a211oi	34	0.020
a22oi	15	0.0087
a2111oi	11	0.0080
o31ai	20	0.012
o21bai	12	0.0070
nor2b	17	0.0084
a31oi	26	0.013
nand4	35	0.017
mux2	20	0.017
nor4	20	0.010
and3	12	0.0058
nand2b	17	0.0082
nor3	49	0.019
nand2	180	0.052
a221oi	14	0.0095
## worst max-delay path, delay by kind of cell
| kind | cells | cell delay [ps] |
|---|---|---|
| compound gates | 7 | 2010 |
| xor+xnor | 1 | 130 |
| fa+ha+maj | 1 | 430 |
| buf+inv | 3 | 1490 |
| simple gates | 7 | 2720 |
## cell usage in the layout (no fill, tap or decap), types with 9 or more instances in the layout
master / n
mux2_2: 20
or3_1: 14
o31ai_1: 20
nand2b_1: 17
nor2_1: 166
o221ai_1: 9
ha_1: 128
and3_1: 12
nand2_1: 180
o2111ai_1: 11
o211ai_1: 32
clkdlybuf4s50_1: 101
a211o_1: 15
o21ai_0: 125
inv_1: 110
a21o_1: 34
a2111oi_0: 10
o22ai_1: 27
xor2_1: 17
nand3_1: 34
or2_2: 15
nor3_1: 48
mux4_2: 59
mux2i_1: 78
o21bai_1: 12
nor4_1: 19
a22oi_1: 15
buf_4: 53
a311oi_1: 9
nand4_1: 35
a211oi_1: 34
nor2b_1: 16
xnor2_1: 60
a21oi_1: 141
a221oi_1: 14
o21a_1: 14
a31oi_1: 26
## power groups by stage
stage         sequential, mW  clock (mW)  combinational [mW]
global route               0           0               0.712
CTS                        0           0               0.647
## worst max-delay path by stage
stage / cells past startpoint / slack [ps] / startpoint / endpoint
CTS: 19 / 1710 / alu_control[2] / zero
global route: 19 / 1190 / alu_control[2] / zero
finish: 19 / 1530 / alu_control[2] / zero
## cell families (layout without fill, tap and decap cells)
kind of cell | Yosys count | count (layout) | synth area share
compound gates | 630 | 630 | 0.328
xor+xnor | 77 | 77 | 0.0523
fa+ha+maj | 131 | 131 | 0.129
buf+inv | 271 | 268 | 0.0830
mux | 157 | 157 | 0.181
other cells | 0 | 1 | 0
simple gates | 606 | 606 | 0.227
## routing by layer
layer,part of all wire,wire length [um],track usage,up-vias
li1,-,-,-,7069
met5,0,0,0,-
met2,0.40,25500,0.679,1305
met1,0.38,23900,0.659,7391
met3,0.15,9760,0.186,231
met4,0.062,3920,0.219,0
## area by class of cell
type	count	area [um^2]
well taps	330	413
diodes	1	2.50
repair buffers	157	1420
multi-input cells	1601	11800
fillers	2417	11200
inverters	111	417
Power is estimated from default activity; no workload was simulated.
