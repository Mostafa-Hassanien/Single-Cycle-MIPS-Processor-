==> flow/design.v <==
module DataMemory (
    input    wire    [31:0]      Wdata,
    input    wire    [31:0]      addr,
    input    wire    [3:0]       Wen,
    input    wire                clk,
    input    wire                rst,     
    output   reg     [31:0]      Rdata
  );
 integer i;
localparam  Memory_Depth = 1 << 32;
reg    [31:0]  Memory  [0:Memory_Depth - 1];
  always @(*)
    begin
      Rdata = Memory[addr];
    end
always @(posedge clk or posedge rst)
  begin
    if (rst)
      begin
        for (i = 0; i < Memory_Depth; i = i + 1)
            begin
                Memory[i] <= 'b0;
            end
      end
    else 
      begin
        case (Wen)
          4'b0001 : Memory[addr] <= Wdata[7:0];
          4'b0011 : Memory[addr] <= Wdata[15:0];
          4'b1111 : Memory[addr] <= Wdata;
        endcase
      end 
  end
endmodule
==> flow/run.sh <==
#!/bin/bash
# OpenROAD 26Q1-2900-gdf79404cd8, Yosys 0.63+post, stock flow scripts
make -C /OpenROAD-flow-scripts/flow DESIGN_CONFIG=/design/flow/config.mk WORK_HOME=/design/flow/orfs finish
==> flow/config.mk <==
export PLATFORM = sky130hd
export DESIGN_NAME = DataMemory
export DESIGN_NICKNAME = DataMemory
export VERILOG_FILES = /design/flow/design.v
export SDC_FILE = /design/flow/constraint.sdc
export NUM_CORES = 4
export LEC_CHECK = 1
export CORE_AREA = 10 10 104 104
export DIE_AREA = 0 0 114 114
==> flow/constraint.sdc <==
current_design DataMemory

set clk_period 5.2
set clk_io_pct 0.2

create_clock -name clk0 -period $clk_period [get_ports {clk}]

set non_clock_inputs [all_inputs -no_clocks]
set_input_delay [expr $clk_period * $clk_io_pct] -clock clk0 $non_clock_inputs
set_output_delay [expr $clk_period * $clk_io_pct] -clock clk0 [all_outputs]
==> reports/metrics.csv <==
metric,value,unit
run_status,completed,
ys_cells,64,
netlist.area_leader.share,81.62,%
synth_cell_types,10,
synth.ff_latch_count,32,
detail_route.wl_per_cell,13.33,um
layout_setup_ws,2.517,ns
drc,0,
place_congestion,0.7066,
cp_data_required_time,5.15,ns
vias_per_cell,3.272,
syn_avg_cell_area,18.40,sq um
numCtsBuffers,5,
timing.final.crit_period,2.683,ns
setup_viol_count_final,0,
h-tree-depth,2,
final_wirelength,3.332,mm
grt_first_pass_wirelength,5.202,mm
min-delay-start,Wdata[3],
drtPass1Iterations,2,
ff_type,sky130_fd_sc_hd__edfxtp_1,
grt_max_degree,22,
p_per_area,248.9,nW/um^2
mappedNetlistArea,1177,sq um
routed.top_layer,met4,
cts_hold_buf,0,
flip_flops_with_a_built_in_enable,32,
critical_path_start_end_classification,in -> reg,
timing.fmax,372.7,MHz
m1WireLength,1.361,mm
vias_after_detailed_routing,818,
timing.critical_path.arrival,2.63,ns
slew_headroom,53.72,%
ys.warnings.count,2,
grt_usage,5.112,%
layout_worst_path_cycle_share,51.60,%
synth.yosys.chip_area,1177,sq um
report.power.total,0.5211,mW
layout-drive-gt1-share,5.634,%
place.detailed.instances,242,
place.detailed.hpwl,2.665,mm
dpl_worst_slack,2.220,ns
register_with_the_most_flip_flops,Memory,
route.met3.wl,341,um
p_leak,0.6651,nW
top_regs,Memory x32,
first_iter_violations,32,
routed-wl-met2,1.602,mm
setup_repair_after_global_routing_missed_its_margin,no,
nature_of_the_critical_path_startpoint,primary input,
post_cts_buffers,0,
route.antenna.remaining_nets,0,
crit_path_max_fanout,21,
grt_pass1_vias,905,
floorplan.die_area,13000,sq um
clk_pin_slew_worst_paths,0.07,ns
gr-total-overflow,0,
place.port_buffers,70,
fp.coreArea,8678,sq um
cts_num_sinks,32,
final_cells,250,
die_height,114,um
top_cell,sky130_fd_sc_hd__edfxtp_1,
synth.cells.most_frequent,"sky130_fd_sc_hd__edfxtp_1, sky130_fd_sc_hd__and2_1, sky130_fd_sc_hd__nor3b_1",
openroad_warning_count,56,
yosys.area.top_type,sky130_fd_sc_hd__edfxtp_1,
synth-seq-area-share,81.62,%
synthesis.instances,64,
slew_violations,0,
die_w,114,um
final_core_utilization,24.12,%
cap_violations,0,
yosys-top-cells-area,"sky130_fd_sc_hd__edfxtp_1, sky130_fd_sc_hd__and2_1, sky130_fd_sc_hd__nor3b_1, sky130_fd_sc_hd__and4_4, sky130_fd_sc_hd__o211a_1",
worstMarginPinSlew,0.6918,ns
largest_register_ffs,32,
areaGrowthSynthToFinish,77.79,%
fin_tns_setup,0,ns
worst_ir_drop_vdd,0.00007037,V
tritoncts_clock_tree,built,
grt_antenna_before_repair,0,
cp-end-kind,flip-flop,
clockBufferDepth,2,
core_util_floorplan,13.57,%
antenna_fix_cells,0,
crit_path_start,Wen[2],
std_cell_rows,34,
root_buffer,sky130_fd_sc_hd__clkbuf_8,
ioPinCount,102,
report.final.hold_viol_count,0,
cts_resized,0,
holdCritPathClass,in -> reg,
synth-async-reset-ratio,0,%
## per-layer routing
layer | up-vias | global-route usage, %
met5 | - | 0
met4 | 0 | 0.5848
met3 | 5 | 2.339
met2 | 38 | 8.162
met1 | 386 | 6.459
li1 | 389 | -
## worst max-delay path, cell delays in order
cell and delay, ns:
sky130_fd_sc_hd__clkdlybuf4s50_1 0.54, sky130_fd_sc_hd__and3_2 0.19, sky130_fd_sc_hd__o211a_1 0.46, sky130_fd_sc_hd__buf_4 0.40
## cell usage in the layout, fill, tap and decap left out, drive strengths merged
| cell | n |
|---|---|
| clkinv | 1 |
| nor3b | 8 |
| and2 | 16 |
| clkbuf | 7 |
| o211a | 1 |
| and3 | 1 |
| buf | 1 |
| edfxtp | 32 |
| xor2 | 1 |
| nor2 | 2 |
| and4 | 1 |
| clkdlybuf4s50 | 70 |
| nand2 | 1 |
## report_power, final
group          internal, mW  switching, mW
sequential            0.289        0.00141
clock                0.0931         0.0868
combinational        0.0378         0.0128
total                 0.420          0.101
## metrics by stage
stage | hold slack, ns | area (sq um)
2_1_floorplan | 1.139 | 1177
3_3_place_gp | 1.597 | 2013
3_5_place_dp | 1.598 | 2013
4_1_cts | 1.300 | 2093
5_1_grt | 1.298 | 2093
6_report | 1.317 | 2093
## cell type report
type	instances	area [sq um]
fillers	921	6585
clock inverters	1	3.754
flip-flops and latches	32	960.9
multi-input cells	31	209.0
clock buffers	7	76.32
repair buffers	71	708.2
well taps	108	135.1
## path summary, 6_finish.rpt
check            end  slack (ns)  depth (start not counted)
max    Memory[0][13]        2.52                          4
min     Memory[0][3]        1.32                          1
## cells by family (layout without fill, tap and decap cells)
| logic type | Yosys count | count (layout) | synth area share, % |
|---|---|---|---|
| AOI/OAI and AO/OA | 1 | 1 | 0.8502 |
| and+or+nand+nor | 29 | 29 | 16.15 |
| DFF | 32 | 32 | 81.62 |
| buffers and inverters | 1 | 79 | 0.6379 |
| xor gates and xnor gates | 1 | 1 | 0.7440 |
