==> design/flow/design.v <==
module RegFile 
#(parameter RegFile_Width     = 32,
           AddressBus_width   = 5)
(
  input    wire    [RegFile_Width - 1: 0]    Wdata,
  input    wire    [AddressBus_width - 1:0]  Waddr,
  input    wire                              Wen,
  input    wire    [AddressBus_width - 1:0]  Raddr0, Raddr1,
  input    wire                              clk,
  input    wire                              rst,  
  output   reg     [RegFile_Width - 1: 0]    Rdata0, Rdata1
);
localparam RegFile_Depth = 1 << AddressBus_width;
integer i;
reg   [RegFile_Width - 1:0]  Memory  [0:RegFile_Depth - 1];
always @(*)
  begin
    Rdata0 = Memory[Raddr0];
    Rdata1 = Memory[Raddr1];
  end
always @(posedge clk or posedge rst)
  begin
    if(rst)
      begin
        for (i = 0; i <  RegFile_Depth; i = i + 1)
            begin
              Memory[i] <= 'b0;
            end
      end
   else if (Wen) 
      begin
        Memory[Waddr] <= Wdata;
      end
  end
endmodule
==> design/flow/run.sh <==
#!/bin/bash
# OpenROAD 26Q1-2900-gdf79404cd8, Yosys 0.63+post, stock flow scripts
make -C /OpenROAD-flow-scripts/flow DESIGN_CONFIG=/design/flow/config.mk WORK_HOME=/design/flow/orfs finish
==> design/flow/config.mk <==
export PLATFORM = sky130hd
export DESIGN_NAME = RegFile
export DESIGN_NICKNAME = RegFile
export VERILOG_FILES = /design/flow/design.v
export SDC_FILE = /design/flow/constraint.sdc
export NUM_CORES = 4
export LEC_CHECK = 1
export CORE_UTILIZATION = 30
==> design/flow/constraint.sdc <==
current_design RegFile

set clk_period 17.1
set clk_io_pct 0.2

create_clock -name clk0 -period $clk_period [get_ports {clk}]

set non_clock_inputs [all_inputs -no_clocks]
set_input_delay [expr $clk_period * $clk_io_pct] -clock clk0 $non_clock_inputs
set_output_delay [expr $clk_period * $clk_io_pct] -clock clk0 [all_outputs]
==> summary.txt <==
run metrics: 1st-iter DRT viols between 6000 and 7000, Largest regs Memory (1024), pre-CTS setup slack 5.67 ns, CTS tree yes, vias in the first global route ~44000, clock net sink count between 1000 and 1500, most flop-heavy register Memory, Post-CTS Hold Buffers 0, synth-to-layout area growth 16.3%, Peak Freq ~0.084 GHz, Pleak ~25 nW, Slew headroom 0.0748, Die Wd a little over 400 um, Seq cells post-synth 1024, number of remaining DRC errors 0, final setup fails 0, outcome finished, final reports clean, initial antenna violation count 20, full die area 173000 um2, clk ins delay skew pair about 0.73 ns, fin. max-slew vios 0, fin crit period ~12 ns, Crit Path Category in2out, Reg clk slew, reported paths about 0.060 ns, post_cts resized 0, ys cells between 4000 and 5000, tool warnings 39, Yosys top cell by instances mux2_2, Post-synth ARST share 1.00, post-route cell area 59700 um2, I/O Buffers roughly 110, cell count after synthesis 4395, routed len/inst just over 40 um, Worst-Margin Slew between 1 and 1.5 ns, Max FO, Critical Path 31, routability-driven placement congestion ratio approximately 1.1, Die H 416 um, HPWL after DPL 169000 um, via count 45684, iteration count of the initial detailed-routing pass 10, row count around 150, Post-Place Cell Area between 50000 and 60000 um2, H-tree Lvls 3, drt total wl 280000 um, Primary FF master, synth dfrtp_1, # IOs around 110, Finished Core Util 0.352, fp_density 0.303, Final ANT Viol Nets 0, switching power 2.08 mW, global-route wire length before repair ~380000 um, Internal 4.92 mW, Crit path required time 13.68 ns, area of the core around 170000 um2, top cells by count mux2_2, dfrtp_1, a22oi_1, Placed Cells 6524, CP Launch Type input pin, Congestion Overflow GR 0, number of enable flip-flop cells 0, Pwr Density 117 nW/um2, largest net degree at the start of global routing about 120, max-cap viol count 0, CTS Buf Count approximately 110, Synth cell types between 60 and 70, post-synth top area cell dfrtp_1, Worst Hold Class reg2reg, max reg flops 1024, Reg power frac 0.485, peak supply drop about 0.08 mV, element type at the critical path end output port, Chip Area, Yosys a little over 50000 um2, clk root buf clkbuf_16, RSZ-0062 raised after global routing false, DR vias/cell between 6 and 7, final std cells w/o fill just under 7000, Power, Total about 7.0 mW, Cell area leaders dfrtp_1, mux2_2, a22oi_1, worst hold slack roughly 0.53 ns, Synthesis Warnings 2, Post-synth seq share 0.499, Hold Vio Cnt, Final 0, setup repair bufs after CTS 0, synthesized area per cell between 10 and 15 um2, Clock Path Buffers 3, clock share of power 0.369, Top cell area share 0.499, switching share of power 0.297, total track usage 0.330, Comb pwr share 0.146, cell area after synthesis around 50000 um2, post-route clock period utilization 0.699, share of layout cells above drive strength 1 0.345, setup slack after layout about 5.2 ns, Clock Skews 0 ns, WP data arrival 8.53 ns, setup TNS 0 ns
==> metal layers <==
layer	wire length (um)	track usage	share of wire
met1	95200	0.387	0.34
met2	112000	0.444	0.40
met3	44000	0.196	0.16
met4	27900	0.238	0.10
met5	488	0.00889	0.0017
==> final timing paths <==
check / to / start / slack, ns / depth (start not counted)
max: Rdata1[20] / Raddr1[1] / 5.15 / 10
min: Memory[23][26]$_DFFE_PP0P_ / Memory[23][26]$_DFFE_PP0P_ / 0.53 / 1
max reg2reg: Memory[11][31]$_DFFE_PP0P_ / Memory[11][31]$_DFFE_PP0P_ / 16.18 / 1
min reg2reg: Memory[23][26]$_DFFE_PP0P_ / Memory[23][26]$_DFFE_PP0P_ / 0.53 / 1
max in group asynchronous: Memory[18][19]$_DFFE_PP0P_ / rst / 9.79 / 8
min in group asynchronous: Memory[17][6]$_DFFE_PP0P_ / rst / 3.27 / 3
==> final cells by class <==
| type | count | area [um2] |
|---|---|---|
| diodes | 27 | 67.6 |
| clock buffers | 143 | 3070 |
| clock inverters | 59 | 764 |
| fillers | 16418 | 110000 |
| inverters | 7 | 30.0 |
| multi-input cells | 2934 | 24500 |
| flip-flops and latches | 1024 | 25600 |
| well taps | 2218 | 2780 |
| repair buffers | 341 | 2840 |
==> worst max-delay path: stages <==
cell	delay [ns]
buf_4	0.36
buf_4	0.60
or3b_1	0.98
nor2_4	1.05
buf_4	0.56
a22oi_1	0.17
nand3_1	0.15
nor3_1	0.05
a21oi_1	0.51
clkdlybuf4s50_1	0.58
==> placed cells by master (no fill, tap or decap), types with 7 or more instances in the layout <==
master / count
a22oi_1: 756
and2_1: 9
nor2_1: 102
mux2_2: 1031
clkdlybuf4s50_1: 107
a2111oi_0: 8
nand3b_1: 9
clkbuf_1: 15
a22o_1: 43
nor2_4: 73
nor3_1: 72
a221oi_1: 30
nand2b_1: 14
a32oi_1: 24
a31oi_1: 24
clkinvlp_4: 9
nor2b_1: 19
nand4_1: 90
diode_2: 27
nand2_2: 13
nand2_1: 227
clkbuf_8: 17
clkbuf_16: 111
a21oi_1: 84
dfrtp_1: 1024
and4_1: 9
o21ai_0: 25
nand3_1: 50
a222oi_1: 14
or3_1: 7
clkinv_2: 25
mux2i_1: 47
nor4_1: 36
o32a_1: 15
buf_4: 227
bufinv_16: 16
and3_1: 8
==> kinds of logic after synthesis <==
group / count (synthesis) / share of synthesized area
compound gates: 1074 / 0.156
simple gates: 776 / 0.0731
flops: 1024 / 0.499
buf+inv: 437 / 0.0348
mux: 1084 / 0.237
==> power by group through the flow <==
stage / logic, mW / registers (mW) / clock network [mW]
5_1_grt: 1.08 / 3.43 / 2.68
6_report: 1.02 / 3.40 / 2.58
4_1_cts: 1.01 / 3.36 / 2.59
No activity file was given, so power comes from the tool's default toggle rates.
